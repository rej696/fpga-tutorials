===== run.sh =====
#!/bin/bash
# OpenROAD 26Q1-2900-gdf79404cd8, Yosys 0.63+post, stock flow scripts
make -C /OpenROAD-flow-scripts/flow DESIGN_CONFIG=/design/flow/config.mk WORK_HOME=/design/flow/orfs finish

===== config.mk =====
export PLATFORM = sky130hd
export DESIGN_NAME = counter4
export DESIGN_NICKNAME = counter4
export VERILOG_FILES = /design/flow/design.v
export SDC_FILE = /design/flow/constraint.sdc
export NUM_CORES = 4
export LEC_CHECK = 1
export CORE_AREA = 10 10 103 103
export DIE_AREA = 0 0 113 113

===== constraint.sdc =====
current_design counter4

set clk_period 3.0
set clk_io_pct 0.2

create_clock -name clk0 -period $clk_period [get_ports {CLK_IN}]

set non_clock_inputs [all_inputs -no_clocks]
set_input_delay [expr $clk_period * $clk_io_pct] -clock clk0 $non_clock_inputs
set_output_delay [expr $clk_period * $clk_io_pct] -clock clk0 [all_outputs]

===== design.v =====
module counter4(
    input CLK_IN,
    output [3:0] data
);
wire CLK_IN;
reg [3:0] data = 0;
parameter N = 22;
wire clk_pres;
prescaler #(.N(N)) pres1 (
    .clk_in(CLK_IN),
    .clk_out(clk_pres)
);
always @(posedge(clk_pres)) begin
    data <= data + 1;
end
endmodule
module prescaler (
    input clk_in,     
    output clk_out
);
    wire clk_in;
    wire clk_out;
    parameter N = 25;
    reg [N-1:0] count = 0;
    assign clk_out = count[N-1];
    always @(posedge clk_in) begin
        count <= count + 1;
    end
endmodule

==> run notes <==
Item: results of the latest flow run.

- The half-perimeter wire length after detailed placement is 987 µm.
- The post-route clock period utilization is 0.486.
- The first-pass detailed-route iteration total is 4.
- The maximum net fanout on the critical path is 5.
- The worst setup path is of the reg -> reg kind.
- For this block, the initial DRC count from the detailed router was 25.
- The run finished with clean final reports.
- The worst clock skew is 0.00143 ns.
- The fraction of final layout cells sized beyond drive strength 1 is 0.144.
- The instance area at placement is 1160 µm².
- The endpoint of the worst register-to-register path is pres1.count[15].
- The power report puts the leakage power at 0.416 nW.
- Dividing the detail-routed via count by the number of cells gives 2.90.
- Warnings reported by Yosys during synthesis add up to 2.
- The finished layout holds 202 standard cells, fillers aside.
- The startpoint of the most critical register-to-register path is pres1.count[8].
- The total instance count after detailed placement is 198.
- The data arrival time at the worst-slack endpoint is 1.61 ns.
- The detailed-route via count is 585.
- The detailed-route wire length per cell is 6.45 µm.
- The repair_antennas step left the layout with diodes totalling 0.
- The highest clock rate this design can be run at is 685 MHz.
- The post-synthesis sequential element count is 26.
- Setup repair after global routing left no endpoint under its margin.
- The initial antenna violation count was 0.
- For this design the top-level I/O count stands at 5.
- The final wirelength is 1300 µm.
- The buffer cell driving the clock tree root is clkbuf_8.
- The total cell area reported by yosys after synthesis is 993 µm².
- The share of the yosys chip area belonging to registers is 0.524.
- The tool warning count for the run is 25.
- The area growth from synthesis to layout is 22.3%.
- After clock tree synthesis, the flow added hold-fix buffers numbering 0.
- The synthesized area divided by synthesized cell count is 11.0 µm².
- TritonCTS built the clock tree.
- The number of maximum-capacitance constraint violations is 0.
- The timer found 4 register pins that no clock reaches; their paths are not timed.
- For this configuration, the core starts out at a cell density of 0.120.
- According to the floorplan report, the die width is 113 µm.
- The largest single stage delay on the critical path is 0.41 ns.
- The cell depth of the worst hold path is 1.
- The cell area that synthesis handed to floorplanning was 993 µm².
- The min-delay analysis places its worst path in the category reg -> reg.
- Measured against its own limit, the worst slew margin works out to 0.764.
- The worst path in the final design needs a cycle of 1.46 ns, including I/O delays and setup.
- In this run the vertical extent of the chip is 113 µm.
- The final hold violation count recorded for this run is 0.
- During placement, the flow inserted port buffers numbering 4.
- 8 endpoints have no timing constraint.
- In this run the VDD rail shows a maximum IR drop of 0.217 mV.
- The overall routing resource usage is 0.0219.
- Summed over all layers, the global routing overflow is 0.
- The wire length of the first global-routing pass is 2500 µm.
- The number of global-route vias before repair is 564.
- The end-of-flow core utilization is 0.146.
- The remaining number of nets flagged by the antenna check after routing is 0.
- The accumulated negative setup slack is 0 ns.
- The floorplan has 33 rows.
- The clock passes through at most 2 buffers.
- Traced cell by cell, the critical path runs through and4_4 > nand4_4 > or3_4 > xnor2_2.
- The CTS buffer count is 3.
- The timing report gives the worst reg2reg path a setup slack of 1.54 ns.
- The cell count listed in synth_stat.txt is 90.
- Once the clock tree was built, the resizer swapped 0 gates to a different size.
- For the completed layout, the total cell area is recorded as 1210 µm².
- The gate-level netlist out of Yosys references 21 unique cell types.
- The timing report gives the clock slew at the launch and capture registers of the worst setup and hold paths as 0.08 ns.
- STA classifies the critical path endpoint as a flip-flop.
- At the worst endpoint, the required time is 3.15 ns.
- In the hold report, the worst path ends at pres1.count[0].
- Looking at the post-CTS report, the setup buffer insertion count equals 0.
- Per the summary, power density relative to cell area is 410 nW/µm².
- The tightest hold path in the finished design has a slack of 0.415 ns.
- The later-pin clock latency in the skew report is 0.25 ns.
- Logic depth along the worst register-to-register path is recorded as 4.
- The timing report shows that the slowest cell on the worst path is dfxtp_1.
- Routability-driven placement finished with a final weighted congestion of 0.773.
- The final-report max-slew violation count is 0.
- In this run the number of H-tree levels came out at 1.
- The start point of the worst min-delay path is pres1.count[0].
- At the pin with the least slew margin, the transition time is 0.351 ns.
- The maximum number of pins on one net before global-route repair is 13.
- The area of the core region is 8300 µm².
- The number of setup violations in the final report is 0.
- Per the OpenROAD floorplan log, the area of the die is 12,800 µm².
- The final routed DRC violation total is 0.
- Synthesis handed over a netlist of 90 instances.
- The startpoint kind of the worst setup timing path is a flip-flop.
==> sequential cells by signal, summed over array words and instances (netlist names) <==
signal       flops
pres1.count     22
data             4
==> Yosys cell counts <==
master     n  area [µm²]
xor2_1     7        61.3
or2_2      1        6.26
xnor2_1   14         123
xnor2_2    1        16.3
and4_2     2        20.0
and4_1     1        8.76
or3_4      1        11.3
clkbuf_2   1        5.00
nand2_1   10        37.5
nand4_1    5        31.3
ha_1       2        25.0
nand4_4    1        21.3
inv_1      2        7.51
and4_4     1        11.3
nor3_1     3        15.0
nor4_2     1        12.5
nand3_1    7        35.0
and3_1     1        6.26
and3_2     2        15.0
dfxtp_1   26         521
nor2_1     1        3.75
==> power by group <==
| part | total (mW) | internal, mW | leakage [nW] | switching, mW |
|---|---|---|---|---|
| logic | 0.000000178 | 0 | 0.178 | 0 |
| registers | 0.292 | 0.292 | 0.209 | 0 |
| clock network | 0.206 | 0.117 | 0.0288 | 0.0894 |
| total | 0.498 | 0.408 | 0.416 | 0.0894 |
==> cells in the final DEF (no fill, tap or decap), types with 3 or more instances in the layout <==
| cell | synthesis | final |
|---|---|---|
| nor3_1 | 3 | 3 |
| nand4_1 | 5 | 5 |
| nand2_1 | 10 | 10 |
| dfxtp_1 | 26 | 26 |
| clkbuf_8 | 0 | 4 |
| xnor2_1 | 14 | 14 |
| nand3_1 | 7 | 7 |
| clkdlybuf4s50_1 | 0 | 4 |
| xor2_1 | 7 | 7 |
==> final cells by class <==
cell class,instances,area [µm²]
Tap cell,105,131
Timing Repair Buffer,4,40.0
Inverter,2,7.51
Clock buffer,4,55.1
Fill cell,916,7080
Sequential cell,26,520
Multi-Input combinational cell,61,460
==> critical path: cells and delay by family (launching register included) <==
family           cells  cell delay, ns
AND/OR/NAND/NOR      3            0.81
flip-flops           1            0.41
XOR/XNOR             1            0.13
==> metal layers <==
layer | track usage | part of all wire
met1 | 0.0303 | 0.58
met4 | 0.00254 | 0
met3 | 0.00962 | 0.062
met5 | 0 | 0
met2 | 0.0315 | 0.36
==> per-stage QoR <==
stage / setup slack, ns / power, mW
3_5_place_dp: 1.56 / 0.299
4_1_cts: 1.54 / 0.506
6_report: 1.54 / 0.498
2_1_floorplan: 1.62 / 0.299
3_3_place_gp: 1.55 / 0.299
5_1_grt: 1.37 / 0.518
==> kinds of logic after synthesis <==
| family | synth area share |
|---|---|
| xor gates and xnor gates | 0.202 |
| adders and majority gates | 0.0252 |
| buffers and inverters | 0.0126 |
| DFF | 0.524 |
| and+or+nand+nor | 0.237 |
==> how the worst max path moves through the flow <==
stage	slack [ns]	from	cells past startpoint	endpoint
4_1_cts	1.54	pres1.count[8]	4	pres1.count[15]
5_1_grt	1.37	pres1.count[0]	5	pres1.count[18]
6_report	1.54	pres1.count[8]	4	pres1.count[15]
Power and IR drop assume default switching activity.
