### flow/constraint.sdc
current_design blink4

set clk_period 3.0
set clk_io_pct 0.2

create_clock -name clk0 -period $clk_period [get_ports {CLK_IN}]

set non_clock_inputs [all_inputs -no_clocks]
set_input_delay [expr $clk_period * $clk_io_pct] -clock clk0 $non_clock_inputs
set_output_delay [expr $clk_period * $clk_io_pct] -clock clk0 [all_outputs]
### flow/run.sh
#!/bin/bash
# OpenROAD 26Q1-2900-gdf79404cd8, Yosys 0.63+post, stock flow scripts
make -C /OpenROAD-flow-scripts/flow DESIGN_CONFIG=/design/flow/config.mk WORK_HOME=/design/flow/orfs finish
### flow/design.v
module blink4(
    input wire CLK_IN,
    output wire [3:0] data
);
parameter N = 22;
wire clk_base;
reg [3:0] dout = 0;
wire [3:0] din;
prescaler #(.N(N)) pres1 (
    .clk_in(CLK_IN),
    .clk_out(clk_base)
);
always @(posedge(clk_base)) begin
    dout <= din;
end
assign din = ~dout;
assign data = dout;
endmodule
module prescaler (
    input clk_in,     
    output clk_out
);
    wire clk_in;
    wire clk_out;
    parameter N = 25;
    reg [N-1:0] count = 0;
    assign clk_out = count[N-1];
    always @(posedge clk_in) begin
        count <= count + 1;
    end
endmodule
### flow/config.mk
export PLATFORM = sky130hd
export DESIGN_NAME = blink4
export DESIGN_NICKNAME = blink4
export VERILOG_FILES = /design/flow/design.v
export SDC_FILE = /design/flow/constraint.sdc
export NUM_CORES = 4
export LEC_CHECK = 1
export CORE_AREA = 10 10 102 102
export DIE_AREA = 0 0 112 112
==> GITHUB_STEP_SUMMARY <==
## Synthesis and layout report

| Metric | Value |
|---|---|
| Vias in the first global route | 535 |
| Peak supply drop | 0.278 mV |
| Remaining Overflow, GRT | 0 |
| Root Driver | clkbuf_8 |
| Wire length per cell after detailed routing | 6.23 µm |
| Layer carrying the most global-route usage | met1 |
| Total of max-cap violations | 0 |
| Global-route met3 utilization | 1.09% |
| TritonCTS Buffers | 3 |
| Pre-antenna DRT Iters | 3 |
| Worst hold slack across all endpoints | 0.431 ns |
| Met2 Track Usage GR | 2.87% |
| Most frequent logic cell in the layout | dfxtp_1 |
| Setup TNS after final layout | 0 ns |
| Fraction of the cycle the final worst path needs | 49.8% |
| Level count of the clock H-tree | 1 |
| Result of the run | complete, no violations |
| Init Core Util | 11.5% |
| Final estimated routing congestion in global placement | 0.772 |
| Ratio of total power to cell area | 423 mW/mm² |
| Final setup fails | 0 |
| X dimension of the die | 112 µm |
| Arr. time, crit path | 1.65 ns |
| Fin Clk Skew | 0.00348 ns |
| I/O pin count | 5 |
| Latency at later pin | 0.25 ns |
| Clock-pin slew on the worst setup and hold paths | 0.08 ns |
| Total Power | 0.000496 W |
| Clock tree from TritonCTS | done |
| Fillcell total | 900 |
| Area grow syn2layout | 23.9% |
| Layout cells sized above 1 | 9.68% |
| Routed wire length | 1.23 mm |
| Number of distinct library cells after synthesis | 18 |
| Placement row count | 33 |
| Global-route wire length before repair | 2.35 mm |
| DP HPWL | 919 µm |
| Number of warnings reported in the yosys synthesis log | 2 |
| Number of standard cells in the layout, taps in and fillers out | 198 |
| Number of diodes added for antenna fixing | 0 |
| Count of instances resized after the clock tree is built | 0 |
| List of cells traversed by the critical path | ha_1 -> nand3_1 -> nor4_2 -> nand2_1 -> xnor2_1 |
| Peak fanout along the critical path | 4 |
| Met1 GRT Util | 2.97% |
| HP Class | reg -> reg |
| # Cells Yosys | 85 |
| Number of nets still failing antenna checks after routing | 0 |
| Post-synthesis cell count | 85 |
| Iteration-0 DRC Markers | 24 |
| Max clock buf depth | 2 |
| Leakage component of the power | 0.430 nW |
| Synth async-reset ratio | 0% |
| Total tool warning count | 25 |
| Setup repair after global routing missed its margin | no |
| Share of Yosys cell area claimed by the top area cell type | 55.0% |
| Endpoint required time on the critical path | 3.15 ns |
| Largest area contributor in the synthesized netlist | dfxtp_1 |
| Number of placed cells counting well taps | 194 |
| Crit-path max cell delay | 0.39 ns |
| Area after DPL | 0.00112 mm² |
| Count of unclocked register or latch pins | 4 |
| Main flop type after synthesis | dfxtp_1 |
| Maximum number of pins on one net before global-route repair | 13 |
| Critical Path Sink Type | register |
| Remaining routing DRC violations | 0 |
| Post-route cell area | 0.00117 mm² |
| Startpoint types | register |
| Slew HR | 75.8% |
| Yosys stat area | 947 µm² |
| Setup Crit Path Kind | reg -> reg |
| Slew at the pin closest to its max-slew limit | 0.360 ns |
| DIE AREA | 0.0125 mm² |
| Mapped Avg Cell Area | 11.1 µm² |
| # Post-CTS Setup Buffers | 0 |
| Final-report max-slew violation count | 0 |
| Vias per cell | 2.80 |
| Vias post-DR | 555 |
| Sequential-to-total area share from yosys stat | 55.0% |
| Die Y-Extent | 112 µm |
| Post-synth regs | 26 |
| Number of unconstrained endpoints | 8 |
| Hold Fails Final Rpt | 0 |
| Cell area after synthesis | 947 µm² |
| Number of buffers inserted for hold repair after clock tree synthesis | 0 |
| GRT Overall Usage | 2.09% |
| Library cell contributing the largest single delay on the critical path | dfxtp_1 |
| Synth area leaders | dfxtp_1 (55%), xnor2_1 (9.2%), xor2_1 (9.2%) |
| Post-synth tally of flip-flops with integrated enable | 0 |
| Standard cell core area | 0.00822 mm² |
| Number of antenna violations at the first check in global routing | 0 |
| Dominant logic cell types in the final layout | dfxtp_1 (26), xnor2_1 (10), xor2_1 (10), nand3_1 (7), nand2_1 (7) |
| Final Critical Period | 1.49 ns |
| # port buffers | 4 |
| Maximum operating frequency | 669 MHz |
path summary, 6_finish.rpt:
check / cells after the start / slack, ns / to / startpoint
max: 5 / 1.51 / pres1.count[16]$_DFF_P_ / pres1.count[0]$_DFF_P_
min: 1 / 0.43 / pres1.count[0]$_DFF_P_ / pres1.count[0]$_DFF_P_
max reg2reg: 5 / 1.51 / pres1.count[16]$_DFF_P_ / pres1.count[0]$_DFF_P_
min reg2reg: 1 / 0.43 / pres1.count[0]$_DFF_P_ / pres1.count[0]$_DFF_P_
routing by layer:
layer | routed length [µm] | part of all wire (%) | vias up
met3 | 70 | 5.7 | 0
met5 | 0 | 0 | -
met1 | 695 | 56 | 252
met2 | 468 | 38 | 7
met4 | 0 | 0 | 0
li1 | - | - | 296
cell type report:
type / instances / area [µm²] / area share (%)
sequential: 26 / 520 / 44.3
multi-input combinational: 54 / 408 / 34.8
tap: 105 / 131 / 11.2
clock buffer: 4 / 55.1 / 4.69
timing repair buffer: 4 / 40.0 / 3.41
inverter: 5 / 18.8 / 1.60
worst max-delay path, delay by kind of cell, from the launching register on:
family	cells	cell delay, ns
fa+ha+maj	1	0.27
simple gates	3	0.59
flops	1	0.39
xor+xnor	1	0.13
where the power goes:
| group | switching, W | leakage, nW | internal, W |
|---|---|---|---|
| combinational | 0 | 0.191 | 0 |
| sequential | 0 | 0.209 | 0.000292 |
| clock | 0.0000880 | 0.0288 | 0.000117 |
| total | 0.0000880 | 0.430 | 0.000408 |
through the flow:
step	utilization (%)	setup WS [ns]
floorplan	-	1.67
CTS	14.3	1.49
global route	14.3	1.34
detailed placement	13.6	1.50
finish	14.3	1.51
global placement	13.6	1.50
flip-flops by register name, indices dropped and copies added (netlist names):
register / flops
dout: 4
pres1.count: 22
cells by family (layout without fill, tap and decap cells):
family	after synthesis	in the layout	synth area share (%)
fa+ha+maj	1	1	1.32
flops	26	26	55.0
xor+xnor	20	20	18.5
buf+inv	5	13	1.98
simple gates	33	33	23.2
synthesized netlist by cell type (3+ instances only):
master / instances
nand4_1: 3
nand3_1: 7
dfxtp_1: 26
and3_1: 4
inv_1: 5
nand2_1: 7
xnor2_1: 10
xor2_1: 10
nor2_1: 4
Power and IR drop assume default switching activity.
