===== flow/config.mk =====
export PLATFORM = sky130hd
export DESIGN_NAME = mpres
export DESIGN_NICKNAME = mpres
export VERILOG_FILES = /design/flow/design.v
export SDC_FILE = /design/flow/constraint.sdc
export NUM_CORES = 4
export LEC_CHECK = 1
export CORE_AREA = 10 10 103 103
export DIE_AREA = 0 0 113 113

===== flow/constraint.sdc =====
current_design mpres

set clk_period 2.8
set clk_io_pct 0.2

create_clock -name clk0 -period $clk_period [get_ports {CLK_IN}]

set non_clock_inputs [all_inputs -no_clocks]
set_input_delay [expr $clk_period * $clk_io_pct] -clock clk0 $non_clock_inputs
set_output_delay [expr $clk_period * $clk_io_pct] -clock clk0 [all_outputs]

===== flow/design.v =====
module prescaler (
    input clk_in,     
    output clk_out
);
    wire clk_in;
    wire clk_out;
    parameter N = 25;
    reg [N-1:0] count = 0;
    assign clk_out = count[N-1];
    always @(posedge clk_in) begin
        count <= count + 1;
    end
endmodule
module mpres(
   input CLK_IN,
   output PIN_1,
   output PIN_2,
   output PIN_3,
   output PIN_4
);
wire CLK_IN;
wire PIN_1;
wire PIN_2;
wire PIN_3;
wire PIN_4;
parameter N0 = 21;
parameter N1 = 1;
parameter N2 = 2;
parameter N3 = 1;
parameter N4 = 2;
wire clk_base;
prescaler #(.N(N0)) Pres0(
    .clk_in(CLK_IN),
    .clk_out(clk_base)
);
prescaler #(.N(N1)) Pres1(
    .clk_in(clk_base),
    .clk_out(PIN_1)
);
prescaler #(.N(N2)) Pres2(
    .clk_in(clk_base),
    .clk_out(PIN_2)
);
prescaler #(.N(N3)) Pres3(
    .clk_in(clk_base),
    .clk_out(PIN_3)
);
prescaler #(.N(N4)) Pres4(
    .clk_in(clk_base),
    .clk_out(PIN_4)
);
endmodule

===== flow/run.sh =====
#!/bin/bash
# OpenROAD 26Q1-2900-gdf79404cd8, Yosys 0.63+post, stock flow scripts
make -C /OpenROAD-flow-scripts/flow DESIGN_CONFIG=/design/flow/config.mk WORK_HOME=/design/flow/orfs finish

==> notes.md <==
## Logic synthesis
• **mean cell area of the mapped netlist** 10.7 µm²
• **gate count after technology mapping** 88
• **fraction of the mapped netlist area in simple logic gates** 18.9%
• **Dominant comb cell** XOR/XNOR gates
• **dominant cell type by area after synthesis** sky130_fd_sc_hd__dfxtp_1
• **summed instance area of the synthesized netlist** 941 µm²
• **number of cells in the yosys synthesis report** 88
• **post-synthesis share of cell area spent on full adders, half adders and majority gates** 1.33%
• **fraction of the yosys area taken by sequential cells** 57.4%
• **XOR Share, Synth** 19.5%
• **area fraction of the dominant cell type after synthesis** 57.4%
• **yosys warning tally** 3
• **#FFs+latches synth** 27
• **mux cell area share after synthesis** 0%
• **Synth cell types** 16
• **cell types occupying the most area after synthesis** sky130_fd_sc_hd__dfxtp_1, sky130_fd_sc_hd__xnor2_1, sky130_fd_sc_hd__xor2_1
• **Chip Area, Yosys** 941 µm²
• **fraction of the mapped netlist area in compound gates** 0%

## CTS
• **clk buf depth** 2
• **post-cts sizing count** 0
• **TritonCTS clock tree** yes
• **clock-pin slew on the worst setup and hold paths** 0.07 ns
• **cts bufs inserted** 3
• **Hold-fix buffers, CTS** 0
• **CTS H-Tree Depth** 1
• **root buffer cell** sky130_fd_sc_hd__clkbuf_8
• **insertion delay at the late pin of the worst-skew pair** 0.25 ns
• **post-CTS setup buffers** 0

## Power
• **net switching power of the design** 0.0885 mW
• **Clock Power Share** 38.6%
• **portion of total power attributed to combinational logic** 0%
• **leakage power of the design** 0.402 nW
• **net switching fraction of the power** 18.2%
• **Power Dens Cells** 419 nW/µm²
• **peak supply drop** 0.196 mV
• **Pint** 0.397 mW
• **share of total power in sequential cells** 61.4%

## Finish
• **Post-Layout Cell Count** 201
• **share of final-layout standard cells stronger than drive strength 1** 8.33%
• **most used cells in the layout excluding fill and tap cells** sky130_fd_sc_hd__dfxtp_1, sky130_fd_sc_hd__xnor2_1, sky130_fd_sc_hd__xor2_1
• **Synth-to-Final Area Change** 23.1%
• **Commonest Layout Cell** sky130_fd_sc_hd__dfxtp_1

## Timing
• **highest clock frequency the design can meet** 0.651 GHz
• **Slew @ Worst Pin** 0.390 ns
• **setup repair after global routing missed its margin** false
• **count of pins over their slew limit** 0
• **final period demand of the worst path** 1.54 ns
• **final-report hold violation count** 0
• **crit share post-route** 54.8%
• **number of register pins that no clock reaches** 6
• **total negative slack** 0 ns
• **count of endpoints without a timing constraint** 10
• **# setup viols final** 0
• **Slew headroom** 73.8%
• **worst setup skew after layout** 0.00403 ns

## Place
• **Port Buffer Count** 4
• **post-placement cell count** 197
• **final estimated routing congestion in global placement** 0.766
• **DP Wirelength** 870 µm

## Job
• **max cap viols** 0
• **OpenROAD warnings** 25

## Drt
• **total number of vias** 546
• **detailed-route wire length per cell** 5.63 µm
• **Final Routed Wirelength** 1130 µm
• **total iterations of the first detailed-routing run** 4
• **via-per-instance ratio** 2.72
• **DRT antenna net count** 0
• **remaining routing DRC violations** 0
• **antenna cells** 0
• **number of DRC violations after detailed-routing iteration 0** 21

## Status
• **run status** completed

## Critical path
• **arrival time reported for the critical path endpoint** 1.73 ns
• **worst-path maximum fanout** 5
• **delay of the slowest cell on the worst path** 0.37 ns
• **Slowest cell on crit path** sky130_fd_sc_hd__dfxtp_1
• **critical path data required time** 2.99 ns
• **crit start category** register
• **crit end category** register
• **critical path type** reg2reg
• **depth of the most critical reg-to-reg path** 5
• **ordered cell list for the critical path** ha_1 -> nand3_1 -> nor3_2 -> and4_1 -> xor2_1

## Hold path
• **worst hold path depth** 1
• **type of the most critical hold path** reg2reg

## Die
• **Core Area** 8300 µm²
• **y dimension of the die** 113 µm
• **num ports** 5
• **starting utilization of the core area** 11.3%
• **floorplan die area** 12,800 µm²
• **Chip Width** 113 µm
• **standard-cell row count** 33

## Global routing
• **antenna violations before repair** 0
• **first-pass GRT wire length** 2280 µm
• **Overall Global Routing Usage** 1.98%
• **maximum number of pins on one net before global-route repair** 13
• **global route total overflow** 0
• **number of global-route vias before repair** 560

path summary, 6_finish.rpt:
path                            slack, ns            from               to
worst max-delay path                 1.26  Pres0.count[0]  Pres0.count[14]
worst min-delay path                 0.42  Pres0.count[0]   Pres0.count[0]
worst max register to register       1.26  Pres0.count[0]  Pres0.count[14]
worst min register to register       0.42  Pres0.count[0]   Pres0.count[0]
routing by layer:
| layer | GRT usage [%] | vias to the layer above | share of wire, % |
|---|---|---|---|
| met2 | 3.15 | 8 | 39 |
| met1 | 2.43 | 241 | 52 |
| li1 | - | 297 | - |
| met4 | 0.169 | 0 | 0 |
| met5 | 0 | - | 0 |
| met3 | 1.01 | 0 | 9.5 |
power by group through the flow:
stage	Combinational [mW]	Sequential [mW]	Clock (mW)
5_1_grt	0.000000159	0.298	0.207
6_report	0.000000159	0.299	0.187
4_1_cts	0.000000159	0.298	0.196
per-stage QoR:
step | total power, mW | area (µm²) | util (%) | setup slack [ns] | hold slack, ns
after floorplan | 0.305 | 941 | - | 1.42 | 0.383
after global routing | 0.505 | 1160 | 14.0 | 1.08 | 0.459
after detailed placement | 0.305 | 1110 | 13.4 | 1.28 | 0.399
after global placement | 0.305 | 1110 | 13.4 | 1.32 | 0.392
after CTS | 0.494 | 1160 | 14.0 | 1.26 | 0.421
final | 0.486 | 1160 | 14.0 | 1.26 | 0.417
cell usage after synthesis:
| cell type | n |
|---|---|
| sky130_fd_sc_hd__and3_1 | 1 |
| sky130_fd_sc_hd__nand4_4 | 1 |
| sky130_fd_sc_hd__nor3_1 | 2 |
| sky130_fd_sc_hd__ha_1 | 1 |
| sky130_fd_sc_hd__nor2_2 | 1 |
| sky130_fd_sc_hd__or3_4 | 1 |
| sky130_fd_sc_hd__xor2_1 | 9 |
| sky130_fd_sc_hd__nand4_1 | 2 |
| sky130_fd_sc_hd__dfxtp_1 | 27 |
| sky130_fd_sc_hd__nor2_1 | 7 |
| sky130_fd_sc_hd__nand3_1 | 7 |
| sky130_fd_sc_hd__xnor2_1 | 12 |
| sky130_fd_sc_hd__inv_1 | 7 |
| sky130_fd_sc_hd__and4_1 | 1 |
| sky130_fd_sc_hd__nor3_2 | 1 |
| sky130_fd_sc_hd__nand2_1 | 8 |
cells by family after synthesis:
kind of cell / count (synthesis)
simple gates: 32
flops: 27
xor+xnor: 21
buf+inv: 7
fa+ha+maj: 1
flip-flops by register name, summed over array words and instances (netlist names):
register / count
Pres3.count: 1
Pres4.count: 2
Pres2.count: 2
Pres1.count: 1
Pres0.count: 21
area by class of cell:
class	instances	area, µm²
fillers	921	7140
flip-flops and latches	27	541
multi-input cells	54	374
well taps	105	131
clock buffers	3	41.3
repair buffers	4	40.0
inverters	7	26.3
clock inverters	1	5.00
critical path: cells and delay by family, from the launching register on:
family | cells | cell delay (ns)
xor+xnor | 1 | 0.13
simple gates | 3 | 0.77
fa+ha+maj | 1 | 0.20
flops | 1 | 0.37
Power figures rest on the tool's default switching activity, not on a simulated workload.
